===== design/flow/config.mk =====
export PLATFORM = sky130hd
export DESIGN_NAME = skid_buffer
export DESIGN_NICKNAME = skid_buffer
export VERILOG_FILES = /design/flow/design.v
export SDC_FILE = /design/flow/constraint.sdc
export NUM_CORES = 4
export LEC_CHECK = 1
export CORE_AREA = 10 10 79 79
export DIE_AREA = 0 0 89 89

===== design/flow/constraint.sdc =====
current_design skid_buffer

set clk_period 1.5
set clk_io_pct 0.2

create_clock -name clk0 -period $clk_period [get_ports {i_clock}]

set non_clock_inputs [all_inputs -no_clocks]
set_input_delay [expr $clk_period * $clk_io_pct] -clock clk0 $non_clock_inputs
set_output_delay [expr $clk_period * $clk_io_pct] -clock clk0 [all_outputs]

===== design/flow/design.v =====
module skid_buffer #(parameter DWIDTH = 8)
                    (input                   i_clock,
                     input                   i_reset,
                     input  [(DWIDTH - 1):0] i_data,
                     input                   i_data_valid,
                     output                  o_data_ready,
                     output [(DWIDTH - 1):0] o_data,
                     output                  o_data_valid,
                     input                   i_data_ready);
  localparam BYPASS = 0;
  localparam SKID   = 1;
  reg [(DWIDTH - 1):0] reg_data;
  reg [(DWIDTH - 1):0] next_data;
  reg                  reg_data_ready;
  reg                  next_data_ready;
  reg                  reg_state;
  reg                  next_state;
  wire                 stall;
  wire                 hand_shake;
  assign hand_shake = ( i_data_valid  & reg_data_ready );
  assign stall      = ( !i_data_ready & hand_shake     );
  always @(posedge i_clock, posedge i_reset)
    if (i_reset)
      reg_state <= BYPASS;
    else
      reg_state <= next_state;
  always @(*)
    case (reg_state)
      BYPASS: next_state = ( stall        ) ? SKID   : reg_state ;
      SKID:   next_state = ( i_data_ready ) ? BYPASS : reg_state ;
    endcase
  always @(posedge i_clock, posedge i_reset)
    if (i_reset)
      begin
        reg_data       <= {DWIDTH{1'b0}};
        reg_data_ready <= 1'b0;
      end
    else
      begin
        reg_data       <= next_data;
        reg_data_ready <= next_data_ready;
      end
  always @(*)
    case (reg_state)
      BYPASS: begin
        next_data       = ( stall ) ? i_data : {DWIDTH{1'b0}} ;
        next_data_ready = ( stall ) ? 1'b0   : 1'b1           ;
      end
      SKID: begin
        next_data       = reg_data;
        next_data_ready = ( i_data_ready ) ? 1'b1 : reg_data_ready ;
      end
    endcase
  assign o_data_ready = reg_data_ready;
  assign o_data_valid = ( reg_state == BYPASS ) ? hand_shake : 1'b1     ;
  assign o_data       = ( reg_state == BYPASS ) ? i_data     : reg_data ;
endmodule

===== design/flow/run.sh =====
#!/bin/bash
# OpenROAD 26Q1-2900-gdf79404cd8, Yosys 0.63+post, stock flow scripts
make -C /OpenROAD-flow-scripts/flow DESIGN_CONFIG=/design/flow/config.mk WORK_HOME=/design/flow/orfs finish

==> reports/metrics.csv <==
metric,value,unit
drt-total-wl,1.495,mm
setup_ws,-0.09837,ns
grt_pass1_vias,492,
grt_overflow,0,
drt_first_pass_iters,2,
floorplan.die.height,89,um
routabilityCongestion,0.6887,
endpoint_kind,output pin,
status,"finished, violations left",
wl_met3,102,um
route.layer.met1.wl,591,um
setup-violations-final,8,
cts_num_sinks,10,
top_cells_by_count,"sky130_fd_sc_hd__dfrtp_1, sky130_fd_sc_hd__a22o_1, sky130_fd_sc_hd__mux2_2",
timing.critical_path.required,1.20,ns
core_util_floorplan,10.82,%
internal_power,0.6624,mW
antenna_found_initial,0,
flop_cell,sky130_fd_sc_hd__dfrtp_1,
grt_pass1_wl,2.352,mm
grt_util_all_layers,3.794,%
dpl_worst_slack,-0.2186,ns
fp.coreArea,4661,um^2
clock_power_share,40.1,%
most_instantiated_library_cell_after_synthesis,sky130_fd_sc_hd__dfrtp_1,
netlist-cell-type-count,12,
slew_viol_final,0,
routedWlPerCell,11.77,um
floorplan.io_pins,22,
die-width,89,um
power.total,0.8392,mW
layoutNonFillerInstCount,127,
pwr_density_cell,902.7,nW/um^2
critPathLaunchType,flip-flop,
fraction_of_layout_cells_with_a_size_suffix_above_1,49.32,%
syn-mean-instance-area,14.01,um^2
place.port_buffers,21,
tritoncts.num_buffers,3,
yosys_warnings,1,
part_of_the_total_power_dissipated_in_sequential_elements,35.5,%
postSynth.asyncResetShare,100.0,%
post_cts_hold_buffer_count,0,
detail_route.drc_violations,0,
worst_pin_slew,0.4022,ns
area_delta_synth_final,84.37,%
worstRegToRegCells,7,
num_antenna_cells,0,
num_vias,430,
synth-area-yosys,504.2,um^2
avgViaCountPerCell,3.386,
dieArea,7921,um^2
clk_transition_reported_paths,0.05,ns
total_leakage_power,0.4377,nW
grt_max_degree,11,
ys_cells,36,
top_area_share,49.63,%
synth_cells,36,
top_layer,met4,
htree_num_levels,1,
finClkSkew,0.002639,ns
fin_crit_sh,106.6,%
critical_path.max_fanout,3,
timing.critical_path.arrival,1.30,ns
synth_top_cell_by_area,sky130_fd_sc_hd__dfrtp_1,
power.switching,0.1768,mW
violations_in_the_final_reports,setup timing,
achievable_frequency,625.6,MHz
vdd_ir_drop_max,0.1843,mV
synthesis.area,504.2,um^2
wl_met2,752,um
ff2ff_setup_slack,0.10,ns
final_hpwl_dp,1.079,mm
clockBufferDepth,2,
place_inst,113,
setup.worst_path.class,flip-flop to output pin,
worstReg2RegEnd,reg_state,
worst_hold_slack_after_final_layout,0.3695,ns
timing.final.hold_violations,0,
power_switching_share,21.07,%
worstHoldPathType,input port to async pin,
min_period,1.598,ns
clk_root_buffer_cell,sky130_fd_sc_hd__clkbuf_8,
max_slew_margin,73.16,%
drtIter0Drc,10,
ant_nets,0,
final.setup.tns,-0.5612,ns
worst_skew_pair.late_latency,0.23,ns
clock_tree_from_tritoncts,done,
yosys_register_bits,10,
post_synth_main_area_contributors,"sky130_fd_sc_hd__dfrtp_1, sky130_fd_sc_hd__a22o_1, sky130_fd_sc_hd__mux2_2, sky130_fd_sc_hd__buf_6, sky130_fd_sc_hd__mux2_4",
log_warnings,27,
max_cap_viol_count,0,
rows,25,
p_comb_share,24.3,%
yosysSeqAreaShare,49.63,%
synth-edff-count,0,
timing.rr.start,reg_state,
grt_setup_unrepaired,true,
final cells by class:
class | count | area, um^2
clock buffers | 4 | 55.05
fillers | 481 | 3731
inverters | 1 | 3.754
multi-input cells | 22 | 227.7
flip-flops and latches | 10 | 250.2
well taps | 54 | 67.56
repair buffers | 36 | 325.3
per-layer routing:
layer	track usage, %	up-vias
li1	-	210
met2	7.181	13
met3	1.194	2
met5	0	-
met4	1.445	0
met1	3.743	205
flip-flops by register name (all words and copies together) (netlist names):
name,flops
reg_state,1
reg_data,8
reg_data_ready,1
kinds of logic (layout without fill, tap and decap cells):
| group | Yosys count | in the layout | share of synthesized area [%] |
|---|---|---|---|
| buffers and inverters | 4 | 41 | 7.443 |
| AND-OR/OR-AND | 10 | 10 | 16.87 |
| flip-flops | 10 | 10 | 49.63 |
| multiplexers | 8 | 8 | 19.35 |
| AND/OR/NAND/NOR | 4 | 4 | 6.701 |
critical path, cell delays in order (launching register included):
cell and delay, ns:
sky130_fd_sc_hd__dfrtp_1 0.40, sky130_fd_sc_hd__buf_6 0.14, sky130_fd_sc_hd__buf_6 0.12, sky130_fd_sc_hd__mux2_4 0.30, sky130_fd_sc_hd__buf_6 0.11
repair_timing:
item                       CTS  global route
gates cloned                 0             0
setup endpoints to repair    9            16
resized                     37             5
hold endpoints to repair     0             0
setup buffers                8             2
power groups by stage:
stage                 clock (mW)  sequential, mW  combinational (mW)
after global routing       0.366           0.300               0.222
after CTS                  0.343           0.298               0.188
final                      0.337           0.298               0.204
stage by stage:
| stage | instance area, um^2 | util (%) |
|---|---|---|
| 2_1_floorplan | 504.2 | - |
| 3_3_place_gp | 785.8 | 16.86 |
| 6_report | 929.6 | 19.95 |
| 3_5_place_dp | 785.8 | 16.86 |
| 4_1_cts | 889.6 | 19.09 |
| 5_1_grt | 929.6 | 19.95 |
cells in the final DEF (no fill, tap or decap):
cell                              synthesis  final
sky130_fd_sc_hd__dfrtp_1                 10     10
sky130_fd_sc_hd__a21o_1                   2      2
sky130_fd_sc_hd__buf_1                    0      1
sky130_fd_sc_hd__and4bb_2                 0      1
sky130_fd_sc_hd__buf_6                    3     11
sky130_fd_sc_hd__and2b_1                  1      1
sky130_fd_sc_hd__buf_2                    0      5
sky130_fd_sc_hd__clkdlybuf4s50_1          0     12
sky130_fd_sc_hd__clkbuf_8                 0      4
sky130_fd_sc_hd__nand2b_1                 1      1
sky130_fd_sc_hd__mux2_4                   2      5
sky130_fd_sc_hd__a22o_1                   8      8
sky130_fd_sc_hd__nand3b_1                 1      1
sky130_fd_sc_hd__mux2_2                   5      3
sky130_fd_sc_hd__buf_4                    0      7
sky130_fd_sc_hd__inv_1                    1      1
how the worst max path moves through the flow:
stage	start	slack (ns)	to	cells past startpoint
6_report	reg_state	-0.1	o_data[1]	4
5_1_grt	reg_state	-0.13	o_data[1]	4
4_1_cts	reg_state	-0.1	o_data[1]	4
No activity file was given, so power comes from the tool's default toggle rates.
