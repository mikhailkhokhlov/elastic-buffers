### ./design.v
module pipe_skid_buffer #(parameter DWIDTH = 8)
                         (input                   i_clock,
                          input                   i_reset,
                          input  [(DWIDTH - 1):0] i_data,
                          input                   i_data_valid,
                          output                  o_data_ready,
                          output [(DWIDTH - 1):0] o_data,
                          output                  o_data_valid,
                          input                   i_data_ready);
  localparam PIPE = 0;
  localparam SKID = 1;
  reg [(DWIDTH - 1):0] reg_temp_data;
  reg [(DWIDTH - 1):0] next_temp_data;
  reg                  reg_temp_data_valid;
  reg                  next_temp_data_valid;
  reg [(DWIDTH - 1):0] reg_data;
  reg [(DWIDTH - 1):0] next_data;
  reg                  reg_data_valid;
  reg                  next_data_valid;
  reg                  reg_data_ready;
  reg                  next_data_ready;
  reg                  reg_state;
  reg                  next_state;
  wire                 upstream_ready;
  always @(posedge i_clock, posedge i_reset)
    if (i_reset)
      begin
        reg_data            <= {DWIDTH{1'b0}} ;
        reg_data_valid      <= 1'b0           ;
        reg_temp_data       <= {DWIDTH{1'b0}} ;
        reg_temp_data_valid <= 1'b0           ;
        reg_data_ready      <= 1'b0           ;
        reg_state           <= 1'b0           ;
      end
    else
      begin
        reg_data            <= next_data            ;
        reg_data_valid      <= next_data_valid      ;
        reg_temp_data       <= next_temp_data       ;
        reg_temp_data_valid <= next_temp_data_valid ;
        reg_data_ready      <= next_data_ready      ;
        reg_state           <= next_state           ;
      end
  assign upstream_ready = i_data_ready | ~reg_data_valid;
  always @(*)
    next_state = (upstream_ready) ? PIPE : SKID;
  always @(*)
    case (reg_state)
      PIPE:
        begin
          next_data            = (upstream_ready)  ? i_data       : reg_data       ;
          next_data_valid      = (upstream_ready)  ? i_data_valid : reg_data_valid ;
          next_data_ready      = (upstream_ready)  ? 1'b1         : 1'b0           ;
          next_temp_data       = (~upstream_ready) ? i_data       : {DWIDTH{1'b0}} ;
          next_temp_data_valid = (~upstream_ready) ? i_data_valid : 1'b0           ;
        end
      SKID:
        begin
          next_data            = (upstream_ready)  ? reg_temp_data       : reg_data       ;
          next_data_valid      = (upstream_ready)  ? reg_temp_data_valid : reg_data_valid ;
          next_data_ready      = (upstream_ready)  ? 1'b1                : reg_data_ready ;
          next_temp_data       = reg_temp_data                                            ;
          next_temp_data_valid = reg_temp_data_valid                                      ;
        end
    endcase
  assign o_data_ready = reg_data_ready ;
  assign o_data_valid = reg_data_valid ;
  assign o_data       = reg_data       ;
endmodule
### ./run.sh
#!/bin/bash
# OpenROAD 26Q1-2900-gdf79404cd8, Yosys 0.63+post, stock flow scripts
make -C /OpenROAD-flow-scripts/flow DESIGN_CONFIG=/design/flow/config.mk WORK_HOME=/design/flow/orfs finish
### ./constraint.sdc
current_design pipe_skid_buffer

set clk_period 2.0
set clk_io_pct 0.2

create_clock -name clk0 -period $clk_period [get_ports {i_clock}]

set non_clock_inputs [all_inputs -no_clocks]
set_input_delay [expr $clk_period * $clk_io_pct] -clock clk0 $non_clock_inputs
set_output_delay [expr $clk_period * $clk_io_pct] -clock clk0 [all_outputs]
### ./config.mk
export PLATFORM = sky130hd
export DESIGN_NAME = pipe_skid_buffer
export DESIGN_NICKNAME = pipe_skid_buffer
export VERILOG_FILES = /design/flow/design.v
export SDC_FILE = /design/flow/constraint.sdc
export NUM_CORES = 4
export LEC_CHECK = 1
export CORE_AREA = 10 10 82 82
export DIE_AREA = 0 0 92 92
==> flow_summary.ini <==
; yosys + openroad results
[floorplanning]
die_h_um = 92
coreArea_um2 = 5070
ios = 22
dieArea_um2 = 8460
die_w_um = 92
fp_util_pct = 17.5
rows = 26

[cells_and_area]
finish.utilization_pct = 24.6
logic_area_um2 = 348
final_area_um2 = 1250
drive_above_1_share_pct = 28.6
area.sequential_um2 = 500
fillers = 547
syn2layout_area_growth_pct = 40.7

[cts]
postCtsSetupBuffers = 0
cts_tree = built
path_clk_slew_ns = 0.07
clock_path_buffers = 2
cts_sinks = 20
htreeDepth = 1
cts_root_buffer = clkbuf_8
post_cts_resized = 0
hold_buffers = 0
clk_latency_ns = 0.25
cts_buffers = 3

[sta]
fin_setup_tns_ns = 0
setup-violations-final = 0
holdWs_ns = 0.482
worst_pin_slew_ns = 0.410
hold_viol = 0
period_needed_ns = 1.53
fin_skew_ns = 0.00357
rsz0062_at_grt = no
finalMaxSlewViolations = 0
max-slew-margin-rel_pct = 72.6
period_used_pct = 76.5
fmax_ghz = 0.654
setup_ws_ns = 0.470

[synth]
simple_gate_area_share_pct = 5.23
synthAoiAreaFrac_pct = 10.0
ys_cells = 57
synth_area_um2 = 886
synthDominantCellAreaShare_pct = 56.5
top_logic_kind = multiplexers
ys_area_um2 = 886
yosysWarnings = 1
ys_sh_xor_pct = 0
synth.avg_cell_area_um2 = 15.5
syn_inst = 57
yosys.stat.seqShare_pct = 56.5
synth_top_cell_by_area = dfrtp_1
ys_sh_adder_pct = 0
synth_cell_types = 15
mux_share_pct = 24.0
yosys_register_bits = 20
area_leaders = dfrtp_1 56%, mux2_4 20%, a22o_1 7.9%, buf_6 2.5%, mux2_2 2.5%

[power]
switchingPower_uw = 228
switching_share_pct = 22.3
powerDensity_nw_per_um2 = 820
p_clk_share_pct = 29.7
p_leak_nw = 0.565
irDropWorstVdd_mv = 0.540
comb_power_share_pct = 22.9
seqPwrFrac_pct = 47.5
p_int_uw = 794

[grt]
gr-total-overflow = 0
grt_usage_pct = 4.58
grt_pass1_wl_um = 3180
grt_max_degree = 21
antenna_found_initial = 0
grt_pass1_vias = 569

[placed_design]
placed_area_um2 = 1190
io_buffers = 21
place_ws_ns = 0.259
dp_hpwl_um = 1430
place.gp.congestion = 0.686

[detailed_routing]
diodes = 0
drc = 0
antenna_left = 0
wl_per_cell_um = 12.1
dr.pass1.iters = 4
routed_wl_um = 1870
post_drt_via_cell_ratio = 3.49
drtIter0Drc = 32
dr_total_vias = 537

[setup_path]
setup.worst_path.end_class = primary output
crit_path_start_kind = flop
critPathBufInv = 1
critical-path-top-delay-family = buffers and inverters
path_class = flop to primary output
arrival_ns = 1.13
worstPathMaxFanout = 4
cp_slowest_cell = clkdlybuf4s50_1
cp_cell_sequence = clkdlybuf4s50_1
cpPeakStageDelay_ns = 0.48
worstPathRequired_ns = 1.60

[worst_hold_path]
hold_path.class = input pin to async pin

[flow_run]
cap_viol_max_count = 0
warning_count = 25

[status]
status = finished clean
cells in the final DEF (no fill, tap or decap), drive strengths merged:
master         count
clkdlybuf4s50     21
dfrtp             20
mux2              14
a22o               8
buf                5
clkbuf             4
nand2b             2
nand2              2
inv                2
nor3b              2
a31oi              1
mux2i              1
a21o               1
o21ai              1
logic make-up after synthesis:
family	count (synthesis)
DFF	20
muxes	15
AOI/OAI and AO/OA	11
and+or+nand+nor	6
buffers and inverters	5
final timing paths:
kind,start,to,slack [ns],depth (start not counted)
max,reg_data_valid$_DFFE_PP0P_,o_data_valid,0.47,1
min,i_reset,reg_temp_data[0]$_DFFE_PP0N_,0.48,3
max reg2reg,reg_state$_DFF_PP0_,reg_data[5]$_DFFE_PP0P_,0.76,3
min reg2reg,reg_data_ready$_DFFE_PP0P_,reg_data_ready$_DFFE_PP0P_,0.49,1
max in group asynchronous,i_reset,reg_data_ready$_DFFE_PP0P_,1.31,3
min in group clk0,reg_data_ready$_DFFE_PP0P_,reg_data_ready$_DFFE_PP0P_,0.49,1
stage by stage:
stage          std cells  power, mW
6_report             154       1.02
2_1_floorplan         57      0.609
5_1_grt              154       1.08
4_1_cts              154       1.04
3_5_place_dp         150      0.732
3_3_place_gp         150      0.724
state kept, by name, indices dropped and copies added (netlist names):
signal / count
reg_data: 8
reg_temp_data: 8
reg_data_ready: 1
reg_data_valid: 1
reg_state: 1
reg_temp_data_valid: 1
layer usage:
layer / GRT usage (%) / wire (µm)
met1: 6.46 / 915
met2: 6.59 / 792
met3: 2.14 / 143
met4: 0.257 / 19
met5: 0 / 0
cell type report:
| type | count | area share, % |
|---|---|---|
| multi-input cells | 32 | 27.9 |
| repair buffers | 26 | 19.9 |
| flip-flops and latches | 20 | 40.2 |
| well taps | 70 | 7.03 |
| clock buffers | 4 | 4.42 |
| inverters | 2 | 0.602 |
power by group through the flow:
stage         logic (mW)  registers [mW]  clock network [mW]
finish             0.234           0.485               0.303
global route       0.255           0.492               0.335
CTS                0.240           0.486               0.310
Yosys cell counts:
| cell type | number |
|---|---|
| nor3b_4 | 1 |
| buf_4 | 1 |
| nor3b_1 | 1 |
| mux2_4 | 12 |
| buf_6 | 2 |
| mux2i_1 | 1 |
| mux2_2 | 2 |
| inv_1 | 2 |
| nand2_1 | 2 |
| nand2b_1 | 2 |
| a31oi_1 | 1 |
| dfrtp_1 | 20 |
| o21ai_0 | 1 |
| a22o_1 | 8 |
| a21o_1 | 1 |
No activity file was given, so power comes from the tool's default toggle rates.
